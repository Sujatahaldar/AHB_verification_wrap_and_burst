[/design/flow/run.sh]
#!/bin/bash
# OpenROAD 26Q1-2900-gdf79404cd8, Yosys 0.63+post, stock flow scripts
make -C /OpenROAD-flow-scripts/flow DESIGN_CONFIG=/design/flow/config.mk WORK_HOME=/design/flow/orfs finish
[/design/flow/config.mk]
export PLATFORM = sky130hd
export DESIGN_NAME = amab_ahb_simple
export DESIGN_NICKNAME = amab_ahb_simple
export VERILOG_FILES = /design/flow/design.v
export SDC_FILE = /design/flow/constraint.sdc
export NUM_CORES = 4
export LEC_CHECK = 1
export CORE_UTILIZATION = 30
[/design/flow/constraint.sdc]
current_design amab_ahb_simple

set clk_period 2.8
set clk_io_pct 0.2

create_clock -name clk0 -period $clk_period [get_ports {HCLK}]

set non_clock_inputs [all_inputs -no_clocks]
set_input_delay [expr $clk_period * $clk_io_pct] -clock clk0 $non_clock_inputs
set_output_delay [expr $clk_period * $clk_io_pct] -clock clk0 [all_outputs]
[/design/flow/design.v]
module amab_ahb_simple(HCLK,HRDATA,HADDR,HRESP,HWDATA,HREADY,HRESET,HTRANS,HBURST,HSIZE,HWRITE);
  integer beat_count=0;
  input HCLK;
  input HRESET;
  input HREADY;
  input [31:0] HRDATA;
  input [1:0]HRESP; 
  output reg [31:0] HADDR;
  output reg [31:0] HWDATA;
  output reg [1:0] HTRANS;
  output reg [2:0] HBURST;
  output reg [2:0] HSIZE;
  output reg HWRITE;
  reg [1:0] hresp_temp = 2'b11;
  reg [5:0] state,next;
  reg [31:0] HADDR_HWDATA_A;
  reg [31:0] HADDR_HWDATA_B;
  parameter hburst_single=3'b000; 		 
  parameter hburst_incr=3'b001; 			 
  parameter hburst_wrap4=3'b010;			 
  parameter hburst_incr4=3'b011;			 
  parameter hburst_wrap8=3'b100;			 
  parameter hburst_incr8=3'b101;			 
  parameter hburst_wrap16=3'b110;			 
  parameter hburst_incr16=3'b111;			 
  parameter trans_idle=5'b00000;			 
  parameter trans_busy=5'b00001;			 
  parameter trans_nonseq=5'b00010;		 
  parameter trans_seq=5'b00011;			 
  parameter resp_okay=2'b00;			 
  parameter resp_error=2'b01;			 
  parameter resp_retry_split=2'b10;		 
  assign HRESP = hresp_temp;
  always @ (posedge HCLK)
	 if (!HRESET) 
		  state <= trans_idle; 
	 else 
		  state <= next;
  always @ (state)
    begin
	     case (state)
  trans_idle: begin
			HTRANS = trans_idle; 
			HADDR_HWDATA_A = HADDR;
			HWRITE = 1'b0;
			HSIZE = 3'b010;
			HADDR_HWDATA_B = HWDATA ;
			next = trans_nonseq;
			hresp_temp = resp_okay;	
	end  
		trans_nonseq: begin
			beat_count = 0;
			HTRANS = trans_nonseq;
			HWRITE =1'b1;
			HSIZE = 3'b010;	          
			   HBURST = hburst_single;								 
			HADDR_HWDATA_A = 32'h00_00_00_34;							 
			HADDR_HWDATA_B = 32'h11_11_11_34;
			HADDR = HADDR_HWDATA_A;
			next = trans_seq;									 
		end  
		trans_seq: begin
			HTRANS = trans_seq;
			if (HBURST==hburst_single && HREADY==1'b1) begin
				HADDR_HWDATA_A = HADDR;
				HADDR_HWDATA_B=HWDATA;
				next = trans_idle;
			end  
			if (HBURST==hburst_single && HREADY==1'b0) begin
				HADDR_HWDATA_A = HADDR_HWDATA_A;
				HADDR_HWDATA_B = HADDR_HWDATA_B;
				HWDATA = HADDR_HWDATA_B;
				HADDR = HADDR_HWDATA_A;
				next = trans_seq;
			end  
			if (HBURST==hburst_incr && HREADY==1'b1) begin
				HADDR = HADDR_HWDATA_A;
				HADDR_HWDATA_A = HADDR_HWDATA_A+4;
				HADDR = HADDR_HWDATA_A;							 
				HWDATA = HADDR_HWDATA_B;
				HADDR_HWDATA_B = HADDR_HWDATA_B+4;
				next = trans_seq;
			end  
			if (HBURST==hburst_incr && HREADY==1'b0) begin
				HADDR_HWDATA_A = HADDR_HWDATA_A;
				HADDR = HADDR_HWDATA_A;
				next = trans_seq;
			end  
			if (HBURST==hburst_incr4 && HREADY==1'b1) begin
				if (beat_count != 2) begin	
				HADDR = HADDR_HWDATA_A;
				HADDR_HWDATA_A = HADDR_HWDATA_A+4;
				HADDR = HADDR_HWDATA_A;							 
				HWDATA = HADDR_HWDATA_B;
				HADDR_HWDATA_B = HADDR_HWDATA_B+4;
				next = trans_seq;
				beat_count = beat_count +1;
				end  
				else begin
				beat_count = 0;
				HADDR = HADDR_HWDATA_A;
				HADDR_HWDATA_A = HADDR_HWDATA_A+4;
				HADDR = HADDR_HWDATA_A;
				HWDATA = HADDR_HWDATA_B;
				HADDR_HWDATA_B = HADDR_HWDATA_B+4;
				next = trans_nonseq;
				end  
			end  
			else if (HBURST==hburst_incr4 && HREADY==1'b0) begin
				if (beat_count != 2) begin
				HADDR_HWDATA_A = HADDR_HWDATA_A;
				if (HADDR_HWDATA_A == HADDR_HWDATA_A) begin
					HADDR = HADDR_HWDATA_A;
					next = trans_seq;
					beat_count = beat_count +1;
				end  
				else begin
					HADDR_HWDATA_B = HADDR_HWDATA_B;
					HWDATA = HADDR_HWDATA_B;
					HADDR = HADDR_HWDATA_A;
					next = trans_seq;
					beat_count = beat_count +1;
				end  
				end  
				else begin
					HADDR_HWDATA_B = HADDR_HWDATA_B;
					HWDATA = HADDR_HWDATA_B;
					HADDR = HADDR_HWDATA_A;
					next = trans_seq;
					beat_count = 0;
				end  
			end  
			if (HBURST==hburst_incr8 && HREADY==1'b1) begin
				if (beat_count != 6) begin	
				HADDR = HADDR_HWDATA_A;
				HADDR_HWDATA_A = HADDR_HWDATA_A+4;
				HADDR = HADDR_HWDATA_A;							 
				HWDATA = HADDR_HWDATA_B;
				HADDR_HWDATA_B = HADDR_HWDATA_B+4;
				next = trans_seq;
				beat_count = beat_count +1;
				end  
				else begin
				beat_count = 0;
				HADDR = HADDR_HWDATA_A;
				HADDR_HWDATA_A = HADDR_HWDATA_A+4;
				HADDR = HADDR_HWDATA_A;
				HWDATA = HADDR_HWDATA_B;
				HADDR_HWDATA_B = HADDR_HWDATA_B+4;
				next = trans_nonseq;
				end  
			end  
			else if (HBURST==hburst_incr8 && HREADY==1'b0) begin
				if (beat_count != 6) begin
				HADDR_HWDATA_A = HADDR_HWDATA_A;
				if (HADDR_HWDATA_A == HADDR_HWDATA_A) begin
					HADDR = HADDR_HWDATA_A;
					next = trans_seq;
					beat_count = beat_count +1;
				end  
				else begin
					HADDR_HWDATA_B = HADDR_HWDATA_B;
					HWDATA = HADDR_HWDATA_B;
					HADDR = HADDR_HWDATA_A;
					next = trans_seq;
					beat_count = beat_count +1;
				end  
				end  
				else begin
					HADDR_HWDATA_B = HADDR_HWDATA_B;
					HWDATA = HADDR_HWDATA_B;
					HADDR = HADDR_HWDATA_A;
					next = trans_seq;
					beat_count = 0;
				end  
			end  
			if (HBURST==hburst_incr16 && HREADY==1'b1) begin
				if (beat_count != 14) begin	
				HADDR = HADDR_HWDATA_A;
				HADDR_HWDATA_A = HADDR_HWDATA_A+4;
				HADDR = HADDR_HWDATA_A;							 
				HWDATA = HADDR_HWDATA_B;
				HADDR_HWDATA_B = HADDR_HWDATA_B+4;
				next = trans_seq;
				beat_count = beat_count +1;
				end  
				else begin
				beat_count = 0;
				HADDR = HADDR_HWDATA_A;
				HADDR_HWDATA_A = HADDR_HWDATA_A+4;
				HADDR = HADDR_HWDATA_A;
				HWDATA = HADDR_HWDATA_B;
				HADDR_HWDATA_B = HADDR_HWDATA_B+4;
				next = trans_nonseq;
				end  
			end  
			else if (HBURST==hburst_incr16 && HREADY==1'b0) begin
				if (beat_count != 14) begin
				HADDR_HWDATA_A = HADDR_HWDATA_A;
				if (HADDR_HWDATA_A == HADDR_HWDATA_A) begin
					HADDR = HADDR_HWDATA_A;
					next = trans_seq;
					beat_count = beat_count +1;
				end  
				else begin
					HADDR_HWDATA_B = HADDR_HWDATA_B;
					HWDATA = HADDR_HWDATA_B;
					HADDR = HADDR_HWDATA_A;
					next = trans_seq;
					beat_count = beat_count +1;
				end  
				end  
				else begin
					HADDR_HWDATA_B = HADDR_HWDATA_B;
					HWDATA = HADDR_HWDATA_B;
					HADDR = HADDR_HWDATA_A;
					next = trans_seq;
					beat_count = 0;
				end  
			end  
			else if (HBURST==hburst_wrap4 && HREADY==1'b1) begin
				if (HADDR_HWDATA_A [4] == HADDR_HWDATA_A [4]) begin 
					if (beat_count!=2) begin
						HADDR = HADDR_HWDATA_A;
						HADDR_HWDATA_A[7:0] =  HADDR_HWDATA_A[7:0] + 4; 			 
						HADDR_HWDATA_A[15:8] = HADDR_HWDATA_A[15:8];				 
						HADDR_HWDATA_A[23:16] = HADDR_HWDATA_A[23:16];				 
						HADDR_HWDATA_A[31:24] = HADDR_HWDATA_A[31:24];				 
						HADDR_HWDATA_A  = {HADDR_HWDATA_A [31:24],HADDR_HWDATA_A [23:16],HADDR_HWDATA_A [15:8],HADDR_HWDATA_A[7:0]}; 		 
						HADDR = HADDR_HWDATA_A;							 
						HWDATA = HADDR_HWDATA_B;
						HADDR_HWDATA_B = HADDR_HWDATA_B+4;
						next = trans_seq;	
						beat_count = beat_count+1;
					end  
				else begin
					beat_count = beat_count+1;
					HADDR_HWDATA_A =  HADDR_HWDATA_A;
					HADDR_HWDATA_A [31:4] = HADDR_HWDATA_A [31:4]; 
					HADDR_HWDATA_A[3:0] =  HADDR_HWDATA_A[3:0]+4;				 
					next = trans_nonseq;
					HADDR = {HADDR_HWDATA_A [31:4],HADDR_HWDATA_A[3:0]};							 
					HWDATA = HADDR_HWDATA_B;
					HADDR_HWDATA_B = HADDR_HWDATA_B+4;
				end  
				end  
			end  
			else if (HBURST==hburst_wrap8 && HREADY==1'b1) begin
				if (HADDR_HWDATA_A [5] == HADDR_HWDATA_A [5]) begin
					if (beat_count!=6) begin
						HADDR = HADDR_HWDATA_A;
						HADDR_HWDATA_A[31:5] = HADDR_HWDATA_A[31:5];
						HADDR_HWDATA_A[4:0] = HADDR_HWDATA_A[4:0]+4;
						HADDR_HWDATA_A  = {HADDR_HWDATA_A [31:5],HADDR_HWDATA_A[4:0]};
						HADDR = HADDR_HWDATA_A;							
						HWDATA = HADDR_HWDATA_B;
						HADDR_HWDATA_B = HADDR_HWDATA_B+8;
						next = trans_seq;	
						beat_count = beat_count+1;
					end  
				else begin
					beat_count = beat_count +1;
					HADDR_HWDATA_A =  HADDR_HWDATA_A;
					HADDR_HWDATA_A[31:5] = HADDR_HWDATA_A[31:5];
					HADDR_HWDATA_A[4:0] = HADDR_HWDATA_A[4:0]+4;
					HADDR_HWDATA_A  = {HADDR_HWDATA_A [31:5],HADDR_HWDATA_A[4:0]};
					next = trans_nonseq;
					HADDR = HADDR_HWDATA_A;
					HWDATA = HADDR_HWDATA_B;
					HADDR_HWDATA_B = HADDR_HWDATA_B+8;
					end  
				end  
			end  
			else if (HBURST==hburst_wrap16 && HREADY==1'b1) begin
				if (HADDR_HWDATA_A [6] == HADDR_HWDATA_A [6]) begin
					if (beat_count!=14) begin
						HADDR = HADDR_HWDATA_A;
						HADDR_HWDATA_A[31:6] = HADDR_HWDATA_A[31:6];
						HADDR_HWDATA_A[5:0] = HADDR_HWDATA_A[5:0]+4;
						HADDR_HWDATA_A  = {HADDR_HWDATA_A [31:6],HADDR_HWDATA_A[5:0]};
						HADDR = HADDR_HWDATA_A;							
						HWDATA = HADDR_HWDATA_B;
						HADDR_HWDATA_B = HADDR_HWDATA_B+8;
						next = trans_seq;	
						beat_count = beat_count+1;
					end  
				else begin
					beat_count = beat_count +1;
					HADDR_HWDATA_A =  HADDR_HWDATA_A;
					HADDR_HWDATA_A[31:6] = HADDR_HWDATA_A[31:6];
					HADDR_HWDATA_A[5:0] = HADDR_HWDATA_A[5:0]+4;
					HADDR_HWDATA_A  = {HADDR_HWDATA_A [31:6],HADDR_HWDATA_A[5:0]};
					next = trans_nonseq;
					HADDR = HADDR_HWDATA_A;
					HWDATA = HADDR_HWDATA_B;
					HADDR_HWDATA_B = HADDR_HWDATA_B+8;
					end  
				end  
			end  
		end  
		default : next = trans_idle;
	endcase
end
endmodule
==> out/metrics.yaml <==
run_status:
  outcome: "complete, no violations"
routing:
  antenna_cells: 0
  routed_wl_um: 10100
  drc: 0
  vias: 3884
  drt_iter0_drc: 301
  wire_per_inst_um: 12.6
  via_per_inst: 4.87
  first_pass_iters: 5
  drtAntennaViolNets: 0
timing:
  period_used_pct: 92.0
  tns_ns: 0
  period_needed_ns: 2.58
  hold_viol_final: 0
  unclocked_pins: 133
  maxSlewViolCount: 0
  slew_headroom_pct: 45.9
  setup_viol: 0
  worst_pin_slew_ns: 0.811
  untimed_endpoints: 200
  rsz0062_at_grt: "no"
  fmax_mhz: 388
  layout_setup_ws_ns: 0.225
power_and_ir_drop:
  seq_power_share_pct: 22.2
  p_int_mw: 0.331
  ir_drop_mv: 0.173
  switching_share_pct: 31.9
  power_switching_mw: 0.155
  p_per_area_nw_per_um2: 86.3
  combPwrFrac_pct: 33.4
  p_leak_nw: 2.41
  p_clk_share_pct: 44.4
cts:
  clkTransAtPathRegs_ns: 0.03
  cts_tree: "yes"
  cts-root-buf: "clkbuf_16"
  cts_htree_levels: 1
  cts_buffers: 3
  hold_buffers: 0
  cts_max_path_buffers: 2
critical_path:
  crit_path_end_kind: "register"
  r2r_end: "state[0]"
  critPathKind: "input port to register"
  crit_start: "HREADY"
  slowest_stage: "buf_4"
  worstReg2RegStart: "state[0]"
  ff2ff_setup_slack_ns: 0.44
  worstPathArrival_ns: 2.68
  r2r_cells: 5
  critical_path.max_fanout: 105
  max_stage_delay_ns: 0.72
  worstSetupStartpointType: "input port"
  worstPathCellList: "buf_6, buf_4, nor2b_1, nand2b_1, dlxtn_1, and2_1"
  cp.required_ns: 2.91
synthesis:
  ys_area_um2: 4830
  yosys-top-cells-area: "dlxtn_1 41%, nand3_1 10%, nand4b_1 9.1%"
  yosys.area_share.aoi_pct: 4.56
  ys_warn_count: 1777
  ys_ff: 135
  ys_sh_mux_pct: 13.5
  synth_area_leader_cell: "dlxtn_1"
  synth_cell_types: 25
  edf_count: 0
  syn_area_um2: 4830
  ys_sh_adder_pct: 0
  syn_inst: 555
  yosysTopAreaCellShare_pct: 41.4
  synthXorXnorAreaFrac_pct: 0
  async_flop_share_pct: 0
  flop_cell: "dlxtn_1"
  ys_sh_simple_pct: 31.5
  synthTopLogicFamily: "simple AND/OR/NAND/NOR gates"
  yosysCellCount: 555
  avgSynthCellArea_um2: 8.70
layout:
  drive_gt1_share_pct: 9.98
  final_cell_mix: "133 x dlxtn_1, 100 x nand3_1, 68 x clkdlybuf4s50_1, 53 x nor2_1, 51 x nand2b_1"
  seq_area_um2: 2040
  logic_area_um2: 2440
  area_growth_pct: 16.5
  utilization_pct: 35.7
  fillers: 1584
  final_common_cell: "dlxtn_1"
placed_design:
  io_buffers: 69
  dpl.hpwl_um: 6050
  preCtsSetupSlack_ns: 0.0350
  routabilityCongestion: 0.685
min_path:
  hold_path_end: "state[1]"
  worstHoldStart: "HRESET"
  whs_path_depth: 2
  min_path_type: "input port to register"
grt:
  grt_first_pass_wirelength_um: 17300
  grt-ovfl-total: 0
  grt_max_degree: 106
  first_global_vias: 3526
  grt_antenna_before_repair: 0
  grtUsageTotal_pct: 12.6
floorplanning:
  die_height_um: 129
  core_area_um2: 15800
  die_w_um: 129
  io-pin-count: 110
  dieArea_um2: 16600
  row_count: 46
  fp_util_pct: 30.6
flow_run:
  cap_violations: 0
  warnings: 61
==> state kept, by name (all words and copies together) (netlist names) <==
signal,flops
HTRANS,2
HWRITE,1
next,2
HADDR_HWDATA_A,32
HADDR,32
HWDATA,32
state,2
HADDR_HWDATA_B,32
==> critical path, delay by kind of cell <==
family                 cells  cell delay (ns)
buffers and inverters      2             1.28
latches                    1             0.23
and+or+nand+nor            3             0.49
==> power groups by stage <==
stage     Combinational [mW]  Sequential, mW  Clock, mW
4_1_cts                0.164           0.109      0.216
5_1_grt                0.178           0.112      0.219
6_report               0.162           0.108      0.216
==> what timing repair did <==
item	in CTS	in global routing
gates resized	0	1
buffers inserted	0	0
endpoints found under the setup margin	0	1
==> how the worst max path moves through the flow <==
| stage | endpoint | slack (ns) | depth (start not counted) |
|---|---|---|---|
| finish | state[1] | 0.22 | 6 |
| global route | state[1] | 0.06 | 6 |
| CTS | state[0] | 0.16 | 5 |
==> metrics by stage <==
stage / power, mW / hold slack (ns) / instances / area [um^2]
2_1_floorplan: 0.249 / 0.682 / 561 / 4850
3_3_place_gp: 0.268 / 1.16 / 794 / 5540
3_5_place_dp: 0.272 / 1.17 / 794 / 5540
4_1_cts: 0.489 / 0.943 / 797 / 5620
5_1_grt: 0.509 / 0.982 / 797 / 5620
6_report: 0.485 / 0.942 / 797 / 5620
==> synthesized netlist by cell type, types with 3 or more instances <==
| library cell | n |
|---|---|
| inv_1 | 14 |
| a221oi_2 | 10 |
| buf_4 | 13 |
| clkbuf_1 | 17 |
| buf_6 | 5 |
| dlxtn_1 | 133 |
| o21ai_0 | 3 |
| mux2i_1 | 29 |
| buf_2 | 23 |
| mux2_2 | 32 |
| nor2b_1 | 6 |
| nor2_1 | 53 |
| nand4b_1 | 50 |
| nand3_1 | 100 |
| nand2b_1 | 51 |
==> routing by layer <==
layer	track usage [%]	vias to the layer above	routed length (um)
li1	-	1961	-
met1	18.5	1846	5000
met2	21.7	75	4640
met3	1.14	2	434
met4	0.277	0	8
met5	0	-	0
==> kinds of logic after synthesis <==
| kind of cell | count (synthesis) |
|---|---|
| DFF | 2 |
| other | 2 |
| and+or+nand+nor | 265 |
| muxes | 61 |
| latches | 133 |
| AOI/OAI and AO/OA | 19 |
| buffers and inverters | 73 |
==> layout make-up <==
| class | instances | share of cell area, % |
|---|---|---|
| multi-input combinational | 353 | 43.4 |
| sequential | 135 | 36.4 |
| timing repair buffer | 75 | 13.1 |
| tap | 216 | 4.81 |
| clock buffer | 3 | 1.33 |
| inverter | 15 | 1.00 |
Power is estimated from default activity; no workload was simulated.
